==> flow/run.sh <==
#!/bin/bash
# OpenROAD 26Q1-2900-gdf79404cd8, Yosys 0.63+post, stock flow scripts
make -C /OpenROAD-flow-scripts/flow DESIGN_CONFIG=/design/flow/config.mk WORK_HOME=/design/flow/orfs finish
==> flow/config.mk <==
export PLATFORM = sky130hd
export DESIGN_NAME = address_register
export DESIGN_NICKNAME = address_register
export VERILOG_FILES = /design/flow/design.v
export SDC_FILE = /design/flow/constraint.sdc
export NUM_CORES = 4
export LEC_CHECK = 1
export CORE_AREA = 10 10 108 108
export DIE_AREA = 0 0 118 118
==> flow/constraint.sdc <==
current_design address_register

set clk_period 3.7
set clk_io_pct 0.2

create_clock -name clk0 -period $clk_period [get_ports {i_dec}]

set non_clock_inputs [all_inputs -no_clocks]
set_input_delay [expr $clk_period * $clk_io_pct] -clock clk0 $non_clock_inputs
set_output_delay [expr $clk_period * $clk_io_pct] -clock clk0 [all_outputs]
==> flow/design.v <==
module address_register
    (
    input   i_load_transfer,
    input   i_assert_transfer,
    input   i_assert_address,
    input   i_inc,
    input   i_dec,
    inout wire [15:0] transfer_bus,
    output wire [15:0] address_bus,
    output reg [15:0] data
    );
    initial begin
        data = 16'b0000000000000000;
    end
    assign  transfer_bus = i_assert_transfer ? data : 16'bzzzzzzzzzzzzzzzz;
    assign  address_bus = i_assert_address? data : 16'bzzzzzzzzzzzzzzzz;
    always @(posedge i_load_transfer or posedge i_inc or posedge i_dec) begin
        if(i_load_transfer) begin
            data <= transfer_bus;
        end
        else if (i_inc) begin
            data <= data + 1;
        end
        else if (i_dec) begin
            data <= data - 1;
        end
    end
endmodule
==> results_slide.txt <==
Physical Implementation Snapshot

Run status
  – Outcome: stopped before the end
  – Failed at: 4_1_cts
  – Error msg: [error] [KeplerFormal.cpp:679] Workflow failed: Iso has multiple drivers: .transfer_bus0, transfer_bus[0]$_DFFSR_PPP_.Q0

Yosys
  – Yosys warns: 37
  – Netlist cell types: ~46
  – Dominant flop cell: dfbbp_1
  – Avg Cell Area, Syn: 8.729 um2
  – Cell count after synthesis: 216
  – Number of enable flip-flop cells: 0
  – Register area share after synthesis: 0.2760
  – Synth flops: 16
  – Cell type with the largest total area: dfbbp_1
  – Main area contributors: dfbbp_1 (28%), buf_4 (13%), xor2_1 (6.0%), xnor2_1 (5.1%), a22oi_1 (4.8%)
  – Count leader, synth: buf_4
  – Post-synthesis cell area: 1886 um2
  – Dominant cell area share: 0.2760
  – Yosys chip area: 1886 um2
  – Top cells by instance count after synthesis: buf_4 (33), a21oi_1 (17), dfbbp_1 (16)
  – Yosys Instances: approximately 220
  – Async set or reset register ratio after synthesis: 1.000

Clock tree
  – CTS root buffer: clkbuf_8
  – Clk buf depth: 2
  – Post-CTS Resized: 0
  – Num CTS Buffers: 3
  – Hold Buf Count CTS: 0
  – # clock sinks: 16
  – CTS H-tree lvls: 1
  – Setup repair bufs after CTS: 0

Placed design
  – GP Congestion: 0.7553
  – HPWL after DPL: 3340 um
  – PortBufs: 34

Floorplanning
  – Die Ht: roughly 120 um
  – Die width: 118 um
  – Num rows: 35
  – Number of primary I/O pins: 53
  – Pre-Place Util: 0.2031
logic make-up after synthesis:
group | Yosys count | share of synthesized area
and+or+nand+nor | 72 | 0.2276
buffers and inverters | 52 | 0.1911
AOI/OAI and AO/OA | 48 | 0.1692
xor gates and xnor gates | 24 | 0.1115
DFF | 16 | 0.2760
muxes | 2 | 0.01128
adders and majority gates | 2 | 0.01327
per-stage QoR:
step	utilization	instances	setup slack, ns	area [um2]
after global placement	0.2212	332	1.182	2053
after floorplan	-	216	1.618	1886
after detailed placement	0.2212	332	1.143	2053
