File: /design/flow/design.v
module hello
    (
    input               i_clock,
    output reg [7:0]    count
    );
    initial begin
        count = 8'b00000000;
    end
    always @(negedge i_clock) begin
        count <= count + 1;
    end
endmodule
File: /design/flow/run.sh
#!/bin/bash
# OpenROAD 26Q1-2900-gdf79404cd8, Yosys 0.63+post, stock flow scripts
make -C /OpenROAD-flow-scripts/flow DESIGN_CONFIG=/design/flow/config.mk WORK_HOME=/design/flow/orfs finish
File: /design/flow/config.mk
export PLATFORM = sky130hd
export DESIGN_NAME = hello
export DESIGN_NICKNAME = hello
export VERILOG_FILES = /design/flow/design.v
export SDC_FILE = /design/flow/constraint.sdc
export NUM_CORES = 4
export LEC_CHECK = 1
export CORE_AREA = 10 10 70 70
export DIE_AREA = 0 0 80 80
File: /design/flow/constraint.sdc
current_design hello

set clk_period 1.6
set clk_io_pct 0.2

create_clock -name clk0 -period $clk_period [get_ports {i_clock}]

set non_clock_inputs [all_inputs -no_clocks]
set_input_delay [expr $clk_period * $clk_io_pct] -clock clk0 $non_clock_inputs
set_output_delay [expr $clk_period * $clk_io_pct] -clock clk0 [all_outputs]
==> ci_impl_report.md <==
## PnR job results

| Metric | Value |
|---|---|
| Clk root buf | clkbuf_4 |
| Main logic family | XOR/XNOR gates |
| Clock transition at the registers of the reported paths | about 50 ps |
| Vias/cell | 2.67 |
| Max FFs per register | 8 |
| Starting Density | slightly above 8% |
| Slowest CP cell | dfxtp_2 |
| RSZ-0062 raised after global routing | yes |
| Worst slew pin tran | approximately 150 ps |
| Worst setup startpoint | count[2] |
| Worst R2R Start | count[0] |
| Failing checks | setup timing |
| Synth Seq Share | 57.1% |
| Crit path to | count[2] |
| Largest net degree at the start of global routing | 5 |
| Largest delay contributor family on the critical path | flip-flops |
| CP Data Required Time | 1280 ps |
| Die ar. | 0.00640 mm^2 |
| Die H | ~80 um |
| TritonRoute pass-1 iters | 4 |
| Layout cell share with drive strength beyond 1 | 58.5% |
| DRC | 0 |
| Adder share | under 10% |
| Most frequent logic cell in the layout | buf_4 |
| # setup viols final | 8 |
| Area occupied by multi-input gates | around 110 um^2 |
| Worst Setup End Kind | primary output |
| Gr ovfl total | 0 |
| I/O Pins | 9 |
| Synthesized instance count | 25 |
| Avg WL per Cell | 7.55 um |
| Most flop-heavy register | count |
| Post-DRT Antenna Nets | 0 |
| CTS tree | done |
| Crit path buffers/inverters | 1 |
| CP startpoint kind | flip-flop |
| Worst path max stage delay | around 320 ps |
| Core ar. | 0.00342 mm^2 |
| Final WS setup | -267 ps |
| Die W | ~80 um |
| Top flop regs | count x8 |
| Layout Cells excl Fill | roughly 99 |
| DRT iter0 DRCs | 8 |
| Crit path kind | flip-flop to primary output |
| Ant diodes | 0 |
| Port Buffers | 8 |
| Post-CTS Hold Buffers | 0 |
| Synth warn | 1 |
| Hold slack final | between 400 and 500 ps |
| Final hold viol count | 0 |
| Commonest non-fill, non-tap cells in the layout | buf_4 (10), inv_1 (9), dfxtp_2 (8), buf_2 (8) |
| Placed standard-cell area | ~480 um^2 |
| Fillcell total | roughly 400 |
| Via count | 264 |
| Late-Pin Clk Latency | 330 ps |
| Register Area | 170 um^2 |
| Total CTS buffers | 3 |
| Leakage | around 0.27 nW |
| Yosys cell types | 11 |
| Status | complete, but fails checks |
| DP Wirelength | around 530 um |
| Worst VDD drop | about 0.3 mV |
| Slew HR | between 90% and 100% |
| R2R cell count | 5 |
| Slew Limit Fails | 0 |
| GRT Resource Usage Total | 2.84% |
| Crit Path Max Fanout | 2 |
| Row count | 21 |
| R2R Setup Slk | 490 ps |
| Vias in the first global route | approximately 320 |
| Crit path DAT | roughly 1600 ps |
| Post-Route WL | 747 um |
| Hold Path Class | flip-flop to flip-flop |
| Worst Skew | around 15 ps |
| Overall Power | between 0.4 and 0.5 mW |
| First-pass GRT wire length | about 1400 um |
| Xor/xnor share | about a fifth |
| Syn-to-layout area delta | 82.6% |
| AND/OR/NAND/NOR Cells, Area Fraction | between 10% and 20% |
| Yosys stat area | 280 um^2 |
| Synth flops | 8 |
| Pwr per Cell Area | 864 mW/mm^2 |
| Setup slack at placement | -333 ps |
| RR Endpoint | count[4] |
| GPL Wtd Cong | approximately 0.8 |
| Design area | slightly above 500 um^2 |
| Cell Chain, Critical Path | buf_2 |
| Clk sink count | 8 |
| Syn Area/Cell | around 11 um^2 |
| Cell count along the critical path | 1 |
| Max Cap Viol | 0 |
| Initial antenna violation count | 0 |
| H-Tree Depth | 1 |
| Mapped cell area | ~280 um^2 |
| # Cells Yosys | 25 |
| Post-synthesis compound-gate area fraction | 0% |
| Log Warnings | 35 |
| Post-synthesis mux area share | 0% |
| # placed instances | a little under 90 |
| Clock Path Buffers | 2 |
==> cell type report <==
cell class / instances / share of cell area [%]
clock inverter: 8 / 5.87
clock buffer: 3 / 4.40
multi-input combinational: 15 / 22.0
sequential: 8 / 33.3
timing repair buffer: 18 / 22.5
inverter: 1 / 0.733
tap: 46 / 11.2
==> metal layers <==
metal  track usage [%]  vias to the layer above  wire length [um]
met3              3.18                        2               107
met4              1.23                        0                10
met1              3.96                      112               442
met2              2.25                       13               187
li1                  -                      137                 -
met5                 0                        -                 0
==> synthesized netlist by cell type <==
cell type / instances / share of area (%)
dfxtp_1: 8 / 57
xnor2_1: 3 / 9.4
xor2_1: 3 / 9.4
inv_1: 2 / 2.7
nand2_1: 2 / 2.7
nand3_1: 2 / 3.6
and3_1: 1 / 2.2
ha_1: 1 / 4.5
nand3_2: 1 / 3.6
nor2_1: 1 / 1.3
nor3_2: 1 / 3.6
==> repair_timing <==
action | 4_1_cts | 5_1_grt
gates resized | 32 | 0
setup endpoints to repair | 8 | 8
buffers inserted | 2 | 0
==> where the power goes <==
group	total, mW	switching [mW]	internal, mW	leakage (nW)
Combinational	0.000000150	0	0	0.150
Sequential	0.201	0	0.201	0.0685
Clock	0.241	0.128	0.113	0.0564
==> through the flow <==
stage               util [%]  setup TNS (ps)
detailed placement      14.0           -2500
global placement        14.0           -2470
floorplan                  -               0
CTS                     15.0           -2110
finish                  15.0           -2020
global route            15.0           -2440
==> logic make-up after synthesis <==
group         after synthesis
xor+xnor                    6
fa+ha+maj                   1
buf+inv                     2
flops                       8
simple gates                8
==> how the worst min path moves through the flow <==
| stage | from | end | slack, ps | depth (start not counted) |
|---|---|---|---|---|
| finish | count[7] | count[7] | 500 | 2 |
| global route | count[7] | count[7] | 530 | 2 |
| CTS | count[7] | count[7] | 500 | 2 |
Power figures rest on the tool's default switching activity, not on a simulated workload.
